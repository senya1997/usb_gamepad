==> flow/design.v <==
module psone(
	input		iCLK,
	input		iRESET,
	input		iKEY_ST,  
	output	oCS,
	output	oCLK,
	output	oMOSI,
	input		iMISO,
	input		iACK,
	input		iRX,
	output	oTX
	,
	output oIND
);
	reg led;
	reg [23 : 0] cnt_led;
	wire SPARK_LED = (cnt_led == 24'd15_000_000);
reg en;
reg cs = 1'b1;
reg clk = 1'b1;
reg mosi = 1'b0;
reg [11 : 0] cnt_half_per;  
reg [3 : 0] cnt_byte;
reg [4 : 0] cnt_edge;
reg [7 : 0] req_data;
reg [1 : 0] miso;
reg [1 : 0] ack;
reg tx_st;
reg [3 : 0] cnt_tran_byte;
reg [7 : 0] tx_byte [0 : 8];
reg [1 : 0] tran_busy;
	wire KEY_PR;  
wire HALF_PER = (cnt_half_per == 3500);
wire ONE_BYTE = (cnt_edge == 5'd25);
wire ACT_TRANS = (cnt_edge < 5'd16);  
wire FIRST_BYTE = (cnt_byte == 4'd0);
wire SEC_BYTE = (cnt_byte == 4'd1);
wire END_PACKET = (cnt_byte == 4'd9);
wire TRAN_BUSY;
wire TRAN_BUSY_FALL = (tran_busy[0] & !tran_busy[1]);
wire TRAN_LAST_BYTE = (cnt_tran_byte == 4'd9);
wire EN_SPI = (en & !TRAN_BUSY & !END_PACKET & !tx_st & (cnt_tran_byte == 4'd0));
always@(posedge iCLK or negedge iRESET)begin
	if(!iRESET) en <= 1'b0;
	else if(KEY_PR) en <= ~en;
end
always@(posedge iCLK or negedge iRESET)begin
	if(!iRESET) tx_st <= 1'b0;
	else if(END_PACKET | ((cnt_tran_byte > 4'd0) & TRAN_BUSY_FALL)) tx_st <= 1'b1;
	else tx_st <= 1'b0;
end
genvar i;
generate
	for(i = 0; i < 9; i = i + 1)begin: gen
		always@(posedge iCLK or negedge iRESET)begin
			if(!iRESET) tx_byte[i] <= 0;
			else if(ONE_BYTE & (cnt_byte == i)) tx_byte[i] <= req_data;
		end		
	end
endgenerate
always@(posedge iCLK or negedge iRESET)begin
	if(!iRESET) cnt_tran_byte <= 4'b0;
	else if(TRAN_LAST_BYTE) cnt_tran_byte <= 4'b0;
	else if(tx_st) cnt_tran_byte = cnt_tran_byte + 1'b1;
end
always@(posedge iCLK or negedge iRESET)begin
	if(!iRESET) tran_busy <= 2'b0;
	else tran_busy <= {tran_busy[0], !TRAN_BUSY};
end
always@(posedge iCLK or negedge iRESET)begin
	if(!iRESET) cnt_half_per <= 12'd0;
	else if(EN_SPI) 
		begin
			if(HALF_PER) cnt_half_per <= 12'd0;
			else cnt_half_per <= cnt_half_per + 1'b1;
		end
	else cnt_half_per <= 12'd0;
end
always@(posedge iCLK or negedge iRESET)begin
	if(!iRESET) cnt_edge <= 5'd0;
	else if(!cs)
		begin
			if(ONE_BYTE) cnt_edge <= 5'd0;
			else if(HALF_PER) cnt_edge <= cnt_edge + 1'b1;
		end
	else cnt_edge <= 5'd0;
end
always@(posedge iCLK or negedge iRESET)begin
	if(!iRESET) cnt_byte <= 4'd0;
	else if(!cs)
		begin
			if(ONE_BYTE) cnt_byte <= cnt_byte + 1'b1;
			else if(END_PACKET) cnt_byte <= 4'd0;
		end
	else cnt_byte <= 4'd0;
end
always@(posedge iCLK or negedge iRESET)begin
	if(!iRESET) cs <= 1'b1;
	else if(EN_SPI) 
		begin
			if(FIRST_BYTE) cs <= 1'b0;
			else if(END_PACKET) cs <= 1'b1;
		end
	else cs <= 1'b1;
end
always@(posedge iCLK or negedge iRESET)begin
	if(!iRESET) clk <= 1'b1;
	else if(!cs)
		begin
			if(HALF_PER & ACT_TRANS) clk <= ~clk;
		end
	else clk <= 1'b1;
end
always@(posedge iCLK or negedge iRESET)begin
	if(!iRESET) mosi <= 1'b0;
	else if(!cs)
		begin
			if((FIRST_BYTE & (cnt_edge < 5'd3)) | 
				(SEC_BYTE & ((cnt_edge == 5'd3) | (cnt_edge == 5'd4) |
								 (cnt_edge == 5'd13) | (cnt_edge == 5'd14)))) mosi <= 1'b1;
			else mosi <= 1'b0;
		end
	else mosi <= 1'b0;
end
always@(posedge iCLK or negedge iRESET)begin
	if(!iRESET) miso <= 2'd0;
	else miso <= {miso[0], iMISO};
end
wire FRONT_CLK = (HALF_PER & cnt_edge[0]);
always@(posedge iCLK or negedge iRESET)begin
	if(!iRESET) req_data <= 8'd0;   
	else if(!cs)
		begin
			if(FRONT_CLK & ACT_TRANS) req_data <= {miso[1], req_data[7 : 1]};  
		end
	else req_data <= 8'd0;
end
	always@(posedge iCLK or negedge iRESET)begin
		if(!iRESET) cnt_led <= 24'd0;
		else if(SPARK_LED) cnt_led <= 24'd0;
		else cnt_led <= cnt_led + 24'd1;
	end
	always@(posedge iCLK or negedge iRESET)begin
		if(!iRESET) led <= 1'b0;
		else if(KEY_PR) led <= ~led;
	end
	psone_debounce DEB(
		 .iCLK(iCLK), 
		 .iRESET(iRESET), 
		 .iKEY(iKEY_ST),      
		 .oKEY_FRONT(KEY_PR)
	);
psone_uart UART(
    .iCLK(iCLK),
    .iRESET(iRESET),
    .iRX(iRX),
    .oTX(oTX),
    .iTRAN_ST(tx_st),  
    .iTX_BYTE(tx_byte[cnt_tran_byte]),  
    .oREC_END(),  
    .oRX_BYTE(),  
    .oREC_BUSY(),  
    .oTRAN_BUSY(TRAN_BUSY),  
    .oREC_ER()  
 );
assign oCS = cs;
assign oCLK = clk;
assign oMOSI = mosi;
	assign oIND = led;
endmodule 
module psone_debounce(
    input	iCLK, 
	 input	iRESET, 
	 input	iKEY,      
    output	oKEY_FRONT
);
parameter N = 11;  
reg key_deb; 
reg [1 : 0] dff;
reg [1 : 0] pressed;
reg  [N-1 : 0]  delaycount_reg;                     
reg  [N-1 : 0]  delaycount_next;
wire Q_ADD = ~(delaycount_reg[N-1]);  
wire Q_RES = (dff[0] ^ dff[1]);  
wire FRONT = (!pressed[0] & pressed[1]);
always@(posedge iCLK or negedge iRESET)begin
	if (!iRESET) pressed <= 2'd0;
	else pressed <= {pressed[0], key_deb};
end
always@(posedge iCLK or negedge iRESET)begin
	if (!iRESET) dff <= 2'd0;
	else dff <= {dff[0], iKEY};
end
always@(Q_RES, Q_ADD, delaycount_reg)begin
	case({Q_RES, Q_ADD})
		2'b00: delaycount_next <= delaycount_reg;
		2'b01: delaycount_next <= delaycount_reg + 10'b1;
		default: delaycount_next <= {N{1'b0}};  
	endcase    
end
always@(posedge iCLK or negedge iRESET)begin
	if(!iRESET) delaycount_reg <= {N{1'b0}};
	else delaycount_reg <= delaycount_next;
end  
always@(posedge iCLK or negedge iRESET)begin
	if(!iRESET) key_deb <= 1'b0;
	else if(delaycount_reg[N-1] == 1'b1) key_deb <= dff[1];
	else key_deb <= key_deb;
end
assign oKEY_FRONT = FRONT;
endmodule 
module psone_uart(
    input iCLK,  
    input iRESET,  
    input iRX,  
    output oTX,  
    input iTRAN_ST,  
    input [7:0] iTX_BYTE,  
    output oREC_END,  
    output [7:0] oRX_BYTE,  
    output oREC_BUSY,  
    output oTRAN_BUSY,  
    output oREC_ER  
 );
parameter CLOCK_DIVIDE = 11'd1302;  
parameter RX_IDLE = 0;
parameter RX_CHECK_START = 1;
parameter RX_READ_BITS = 2;
parameter RX_CHECK_STOP = 3;
parameter RX_DELAY_RESTART = 4;
parameter RX_ERROR = 5;
parameter RX_RECEIVED = 6;
parameter TX_IDLE = 0;
parameter TX_SENDING = 1;
parameter TX_DELAY_RESTART = 2;
reg [10:0] rx_clk_divider = CLOCK_DIVIDE;
reg [10:0] tx_clk_divider = CLOCK_DIVIDE;
reg [2:0] recv_state = RX_IDLE;
reg [5:0] rx_countdown;
reg [3:0] rx_bits_remaining;
reg [7:0] rx_data;
reg tx_out = 1'b1;
reg [1:0] tx_state = TX_IDLE;
reg [5:0] tx_countdown;
reg [3:0] tx_bits_remaining;
reg [7:0] tx_data;
always @(posedge iCLK) begin
    if (!iRESET) begin
        recv_state = RX_IDLE;
        tx_state = TX_IDLE;
    end
    rx_clk_divider = rx_clk_divider - 1'b1;
    if (!rx_clk_divider) begin
        rx_clk_divider = CLOCK_DIVIDE;
        rx_countdown = rx_countdown - 1'b1;
    end
    tx_clk_divider = tx_clk_divider - 1'b1;
    if (!tx_clk_divider) begin
        tx_clk_divider = CLOCK_DIVIDE;
        tx_countdown = tx_countdown - 1'b1;
    end
    case (recv_state)
        RX_IDLE: begin
            if (!iRX) begin
                rx_clk_divider = CLOCK_DIVIDE;
                rx_countdown = 2;
                recv_state = RX_CHECK_START;
            end
        end
        RX_CHECK_START: begin
            if (!rx_countdown) begin
                if (!iRX) begin
                    rx_countdown = 4;
                    rx_bits_remaining = 8;
                    recv_state = RX_READ_BITS;
                end else begin
                    recv_state = RX_ERROR;
                end
            end
        end
        RX_READ_BITS: begin
            if (!rx_countdown) begin
                rx_data = {iRX, rx_data[7:1]};
                rx_countdown = 4;
                rx_bits_remaining = rx_bits_remaining - 1'b1;
                recv_state = rx_bits_remaining ? RX_READ_BITS : RX_CHECK_STOP;
            end
        end
        RX_CHECK_STOP: begin
            if (!rx_countdown) begin
                recv_state = iRX ? RX_RECEIVED : RX_ERROR;
            end
        end
        RX_DELAY_RESTART: begin
            recv_state = rx_countdown ? RX_DELAY_RESTART : RX_IDLE;
        end
        RX_ERROR: begin
            rx_countdown = 8;
            recv_state = RX_DELAY_RESTART;
        end
        RX_RECEIVED: begin
            recv_state = RX_IDLE;
        end
    endcase
    case (tx_state)
        TX_IDLE: begin
            if (iTRAN_ST) begin
                tx_data = iTX_BYTE;
                tx_clk_divider = CLOCK_DIVIDE;
                tx_countdown = 4;
                tx_out = 0;
                tx_bits_remaining = 8;
                tx_state = TX_SENDING;
            end
        end
        TX_SENDING: begin
            if (!tx_countdown) begin
                if (tx_bits_remaining) begin
                    tx_bits_remaining = tx_bits_remaining - 1'b1;
                    tx_out = tx_data[0];
                    tx_data = {1'b0, tx_data[7:1]};
                    tx_countdown = 4;
                    tx_state = TX_SENDING;
                end else begin
                    tx_out = 1;
                    tx_countdown = 8;
                    tx_state = TX_DELAY_RESTART;
                end
            end
        end
        TX_DELAY_RESTART: begin
            tx_state = tx_countdown ? TX_DELAY_RESTART : TX_IDLE;
        end
    endcase
end
assign oREC_END = (recv_state == RX_RECEIVED);
assign oREC_ER = (recv_state == RX_ERROR);
assign oREC_BUSY = (recv_state != RX_IDLE);
assign oRX_BYTE = rx_data;
assign oTX = tx_out;
assign oTRAN_BUSY = tx_state != TX_IDLE;
endmodule 
==> flow/run.sh <==
#!/bin/bash
# OpenROAD 26Q1-2900-gdf79404cd8, Yosys 0.63+post, stock flow scripts
make -C /OpenROAD-flow-scripts/flow DESIGN_CONFIG=/design/flow/config.mk WORK_HOME=/design/flow/orfs finish
==> flow/config.mk <==
export PLATFORM = sky130hd
export DESIGN_NAME = psone
export DESIGN_NICKNAME = psone
export VERILOG_FILES = /design/flow/design.v
export SDC_FILE = /design/flow/constraint.sdc
export NUM_CORES = 4
export LEC_CHECK = 1
export CORE_UTILIZATION = 40
==> flow/constraint.sdc <==
current_design psone

set clk_period 6.1
set clk_io_pct 0.2

create_clock -name clk0 -period $clk_period [get_ports {iCLK}]

set non_clock_inputs [all_inputs -no_clocks]
set_input_delay [expr $clk_period * $clk_io_pct] -clock clk0 $non_clock_inputs
set_output_delay [expr $clk_period * $clk_io_pct] -clock clk0 [all_outputs]
==> qor.yml <==
status: "completed"
core_mm2: 0.01864
worst_slew_pin_slew_ns: 0.9086
relSlewSlack: 0.3786
startpoint_type: "flop"
fp-utilization: 0.4072
power.density_mw_per_mm2: 261.7
syn_inst: 684
drc_errors: 0
synthTopCellsByArea: "dfrtp_1 (43%), mux2_1 (6.8%), edfxtp_1 (5.1%), dfxtp_1 (5.0%), mux2_2 (4.9%)"
yosysTopAreaCellShare: 0.4253
flop_cell: "dfrtp_1"
cap_violations: 0
numSynthFlops: 163
wire_per_inst_um: 16.09
arrival_ns: 3.47
numPortBuffers: 8
ant_nets: 0
insertion_delay_ns: 0.42
post_cts_buffers: 0
vias_per_cell: 5.308
max_freq_mhz: 302.5
placementRows: 50
synth_seq_share: 0.5337
avgSynthCellArea_um2: 11.10
worst_slack_ns: 2.794
first_iter_violations: 302
hold_depth: 0
grt_usage: 0.1719
r2r-start: "UART.tx_clk_divider[0]"
clk_pin_slew_worst_paths_ns: 0.07
rr_worst_depth: 9
gp_congestion: 0.8093
crit_required_ns: 6.26
drv_slew: 0
io_pins: 11
vias: 4936
crit_start: "UART.tx_clk_divider[0]"
final_hold_viol_count: 0
drt_pass1_iterations: 4
r2r_end: "UART.tx_bits_remaining[1]"
design_area_mm2: 0.008489
largestRegisters: "tx_byte: 72 flops, cnt_half_per: 12 flops"
yosysWarnings: 5
ys_cells: 684
min_from: "miso[0]"
critical_path.max_fanout: 12
largest_register: "tx_byte"
area_growth_pct: 11.83
yosys_area_mm2: 0.007591
largest_reg_flops: 72
synth.distinct_cells: 64
fin_crit_ns: 3.306
postPlaceCellArea_mm2: 0.007878
grt_pass1_wl_mm: 25.74
syn_area_mm2: 0.007591
warnings: 35
cts.sinks: 163
die_w_um: 139.8
hold_buffers: 0
dp_hpwl_mm: 10.02
pre_cts_slack_ns: 2.812
rsz0062_at_grt: "false"
grt_overflow: 0
cts_tree: "done"
r2r_slack_ns: 2.79
cts_resized: 0
critPathCapture: "UART.tx_bits_remaining[1]"
drive_gt1_frac: 0.1164
holdCritPathClass: "flop to flop"
antenna_found_initial: 0
numCtsBuffers: 17
cts_max_level: 4
die_h_um: 139.8
fin_skew_ns: 0.01178
ir_drop_mv: 0.1905
largest_area_cell: "dfrtp_1"
power.leakage_nw: 3.793
synthArstFlopShare: 0.8037
first_global_vias: 4973
fp.dieArea_mm2: 0.01953
critical_path_class: "flop to flop"
period_used_share: 0.5420
edf_count: 13
crit_path_end_kind: "flop"
finalSetupViolCount: 0
grt_max_degree: 53
diodes: 0
wl_mm: 14.96
clk_path_buf_depth: 2
setup_tns_ns: 0
clockRootBuffer: "clkbuf_16"
==> cells in the mapped netlist, drive strengths merged (13+ instances only) <==
master,instances
xor2,22
nand3,15
o21ai,24
mux2,79
inv,18
dfrtp,129
ha,15
edfxtp,13
clkbuf,27
xnor2,16
a21oi,13
nand2,56
nor2,83
dfxtp,19
mux2i,20
==> area by class of cell <==
cell class / instances / area (µm²)
fillers: 1671 / 10150
flip-flops and latches: 163 / 4051
multi-input cells: 469 / 3339
clock buffers: 19 / 452.9
well taps: 234 / 292.8
clock inverters: 13 / 158.9
repair buffers: 14 / 126.4
inverters: 18 / 67.56
==> placed cells by master, fill, tap and decap left out, drive strengths merged, types with 5 or more instances in the layout <==
cell           instances
mux2i                 20
o21ai                 24
nor2b                 10
dfrtp                129
clkbuf                19
xor2                  22
nand3                 15
nand2b                 6
clkdlybuf4s50          7
nand2                 56
dfxtp                 19
edfxtp                13
a31oi                  5
xnor2                 16
nand4                  5
and3                   7
nor3                  12
a22oi                  8
inv                   27
a22o                   5
ha                    15
buf                    7
o211ai                 5
a21oi                 13
or3                    5
nor2                  83
mux2                  79
==> where the power goes <==
group,internal [mW],total (mW),switching (mW)
Sequential,1.09,1.10,0.00358
Clock,0.641,1.10,0.454
Combinational,0.00694,0.0294,0.0225
==> cells by family (layout without fill, tap and decap cells) <==
kind of cell / Yosys count / count (layout) / share of synthesized area
simple gates: 225 / 225 / 0.1426
buf+inv: 52 / 64 / 0.02637
xor+xnor: 38 / 38 / 0.04384
fa+ha+maj: 15 / 15 / 0.02472
mux: 100 / 100 / 0.1465
compound gates: 91 / 91 / 0.08225
flops: 163 / 163 / 0.5337
==> per-layer routing <==
metal | track usage | wire length (µm) | up-vias
li1 | - | - | 2408
met2 | 0.2589 | 6740 | 67
met1 | 0.2752 | 7552 | 2455
met5 | 0 | 0 | -
met3 | 0.04067 | 568 | 6
met4 | 0.01272 | 100 | 0
==> worst min path at each step <==
stage | end | slack (ns)
5_1_grt | miso[1] | 0.36
4_1_cts | miso[1] | 0.35
6_report | miso[1] | 0.35
==> metrics by stage <==
step           hold slack, ns  utilization  power [mW]  instances
6_report               0.3496       0.4554       2.222        930
5_1_grt                0.3594       0.4554       2.303        930
4_1_cts                0.3508       0.4554       2.250        930
3_3_place_gp           0.3341       0.4226       1.148        898
2_1_floorplan          0.3312            -       1.127        684
3_5_place_dp           0.3395       0.4226       1.149        898
==> critical path: stages, from the launching register on <==
cell and delay (ns):
dfxtp_1 0.34, inv_1 0.07, ha_1 0.21, or4b_1 0.58
o31a_1 0.37, nor4_4 0.34, o21a_1 0.36, mux2i_1 0.44
o31ai_1 0.14, buf_4 0.22
Power and IR drop assume default switching activity.
